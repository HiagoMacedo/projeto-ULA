**flow/run.sh**
```bash
#!/bin/bash
# OpenROAD 26Q1-2900-gdf79404cd8, Yosys 0.63+post, stock flow scripts
make -C /OpenROAD-flow-scripts/flow DESIGN_CONFIG=/design/flow/config.mk WORK_HOME=/design/flow/orfs finish
```
**flow/config.mk**
```make
export PLATFORM = sky130hd
export DESIGN_NAME = ULA
export DESIGN_NICKNAME = ULA
export VERILOG_FILES = /design/flow/design.v
export SDC_FILE = /design/flow/constraint.sdc
export NUM_CORES = 4
export LEC_CHECK = 1
export CORE_AREA = 10 10 114 114
export DIE_AREA = 0 0 124 124
```
**flow/constraint.sdc**
```tcl
current_design ULA

set clk_period 5.4
set clk_io_pct 0.2

create_clock -name clk0 -period $clk_period [get_ports {CLOCK_50}]

set non_clock_inputs [all_inputs -no_clocks]
set_input_delay [expr $clk_period * $clk_io_pct] -clock clk0 $non_clock_inputs
set_output_delay [expr $clk_period * $clk_io_pct] -clock clk0 [all_outputs]
```
**flow/design.v**
```verilog
module ULA (input CLOCK_50, 
				input [17:0] SW,
				output logic [17:0] LEDR);
	logic [5:0] A;
	logic [5:0] B;
	logic [2:0] operacao;
	logic reset;
	logic modo;
	logic [6:0] o_resultado;
	logic o_overflow;
	logic o_zero;
	always_ff @ (posedge CLOCK_50)
	begin
		A <= SW[5:0];
		B <= SW[11:6];
		operacao <= SW[14:12];
		modo <= SW[16];
		reset <= SW[17];
		LEDR[5:0] <= o_resultado[5:0];
		LEDR[7] <= o_zero;
		LEDR[9] <= o_overflow;
		if (reset)
		begin
			o_resultado <= 6'b0;
			o_overflow <= 1'b0;
			o_zero <= 1'b0;
		end
		else 
		begin
			if (modo == 1)  
			begin
				o_overflow <= 1'b0;
				case(operacao)
					3'b000: o_resultado <= A & B;
					3'b001: o_resultado <= ~A;
					3'b010: o_resultado <= ~B;
					3'b011: o_resultado <= A | B;
					3'b100: o_resultado <= A ^ B;
					3'b101: o_resultado <= ~(A & B);
					3'b110: o_resultado <= A;
					3'b111: o_resultado <= B;
				endcase
			end
			else  
			begin
				case(operacao)
					3'b000: begin
						o_resultado <= A + B;
						o_overflow <= o_resultado[6];
					end
					3'b001: begin
						o_resultado <= A - B;
						o_overflow <= o_resultado[6];
					end
					3'b010: begin
						o_resultado <= A + (~B);
						o_overflow <= ~o_resultado[6];
					end
					3'b011: begin
						o_resultado <= A - (~B);
						o_overflow <= ~o_resultado[6];
					end
					3'b100: begin
						o_resultado <= A + 1'b1;
						o_overflow <= o_resultado[6];
					end
					3'b101: begin
						o_resultado <= A - 1'b1;
						o_overflow <= o_resultado[6];
					end
					3'b110: begin
						o_resultado <= B + 1'b1;
						o_overflow <= o_resultado[6];
					end
					3'b111: begin
						o_resultado <= B - 1'b1;
						o_overflow <= o_resultado[6];
					end
				endcase
			end
			o_zero <= (o_resultado[5:0] == 6'b0);
		end
	end
endmodule 
```
==> qor_table.md <==
| Stage | Parameter | Value |
|:---|:---|:---|
| floorplan | Die ar. | 15380 um2 |
| global routing | Initial antenna violation count | 0 |
| cts | Number of buffers inserted for hold repair after clock tree synthesis | 0 |
| setup path | Crit Path Class | flop to flop |
| logic synthesis | Mapped Cells | 295 |
| logic synthesis | Mean post-synth cell area | 8.237 um2 |
| floorplan | Horizontal extent of the die | 124 um |
| outcome | Status | complete, no violations |
| run | Stage-log warning count | 32 |
| drt | Count of antenna diodes in the layout | 0 |
| logic synthesis | Fraction of post-synthesis cell area in the top cell type by area | 0.2801 |
| logic synthesis | Biggest area consumer among synthesized cells | sky130_fd_sc_hd__dfxtp_1 |
| drt | 1st-iter DRT viols | 192 |
| global routing | Met1 Track Usage GR | 0.1267 |
| logic synthesis | Number of synthesized register bits | 34 |
| setup path | CP max FO | 25 |
| logic synthesis | Yosys chip area | 2430 um2 |
| placed design | Placement Cell Area | 2760 um2 |
| final timing | Worst clock skew | 0.003357 ns |
| cts | Post-CTS resize count | 0 |
| setup path | CP endpoint kind | flop |
| final timing | Highest achievable clock rate | 0.3180 GHz |
| logic synthesis | Commonest flop | sky130_fd_sc_hd__dfxtp_1 |
| setup path | Gate family responsible for the most delay along the worst path | AND-OR/OR-AND gates |
| setup path | Worst Path Arrival | 3.32 ns |
| finish | Layout filler cell count | 1106 |
| logic synthesis | Post-synthesis async set-or-reset flop share | 0 |
| cts | Total number of H-tree levels | 2 |
| placed design | Buffers added on ports | 25 |
| logic synthesis | Top cells by area in the synthesized netlist | sky130_fd_sc_hd__dfxtp_1 (28%), sky130_fd_sc_hd__ha_1 (13%), sky130_fd_sc_hd__a21oi_1 (5.8%) |
| drt | Antenna viol nets, final | 0 |
| global routing | Global routing met2 resource utilization | 0.1089 |
| setup path | Worst path slowest cell | sky130_fd_sc_hd__fa_1 |
| global routing | GR Util All Layers | 0.07897 |
| drt | Via count | 2048 |
| floorplan | FP Core Util | 0.2333 |
| cts | Number of clock buffers inserted by TritonCTS | 5 |
| final timing | Worst hold margin | 0.3297 ns |
| power and ir drop | Power per unit of standard cell area | 249.4 nW/um2 |
| global routing | GRT overflow | 0 |
| setup path | WP buf/inv | 2 |
| logic synthesis | Sequential cell area fraction in the yosys report | 0.2801 |
| final timing | Slew Limit Fails | 0 |
| cts | Maximum clock path buffer count | 2 |
| finish | Number of standard cells in the layout, taps in and fillers out | 451 |
| drt | Number of vias per cell after detailed routing | 4.541 |
| finish | Dominant logic cell types in the final layout | sky130_fd_sc_hd__dfxtp_1 (34), sky130_fd_sc_hd__a21oi_1 (28), sky130_fd_sc_hd__nor2_1 (27), sky130_fd_sc_hd__ha_1 (26), sky130_fd_sc_hd__clkdlybuf4s50_1 (25) |
| final timing | Minimum clock period after layout | 3.145 ns |
| min path | Class of the tightest hold or removal check | flop to flop |
| power and ir drop | IR drop worst, VDD | 0.1367 mV |
| finish | Post-synthesis to final-layout area growth | 18.28% |
| logic synthesis | Yosys warning tally | 11 |
| placed design | GPL Wtd Cong | 0.9256 |
| logic synthesis | # Cells Yosys | 295 |
| placed design | HPWL after detailed placement | 4.521 mm |
| cts | Clock Root Buffer | sky130_fd_sc_hd__clkbuf_8 |
| logic synthesis | Total standard cell area after synthesis | 2430 um2 |
| placed design | Inst Count DP | 443 |
| drt | Routed length per placed instance | 13.33 um |
| cts | Clock Latency Late Sink | 0.28 ns |
| final timing | Unrepaired setup endpoints after global routing | false |
| global routing | GRT met3 Usage | 0.01928 |
| cts | CTS tree | yes |
| drt | DRT Wirelength | 6.010 mm |
| global routing | First-pass GRT wire length | 9.860 mm |
| global routing | Via count of the first global-routing pass | 1893 |
| final timing | Hold Fails Final Rpt | 0 |
| floorplan | Total core area | 10420 um2 |
| drt | Drc violations | 0 |
| cts | Number of sinks driven by the clock tree | 34 |
| setup path | Crit path DRT | 5.58 ns |
| cts | Clk pin slew, worst setup/hold paths | 0.07 ns |
| drt | Number of iterations in the first detailed-routing pass | 4 |
| final timing | Post-Route Setup TNS | 0 ns |
| setup path | List of cells traversed by the critical path | buf_4 -> clkinv_1 -> mux2i_1 -> a211oi_1 -> a31oi_1 -> fa_1 -> a211oi_1 -> nor3b_1 -> o22ai_1 -> xnor2_1 -> o311a_1 |
| final timing | Tcrit/Tclk final | 0.5824 |
| logic synthesis | Number of flops mapped to enable cells by yosys | 0 |
| setup path | Largest stage delay, worst path | 0.47 ns |
| cts | Number of post-CTS setup repair buffers | 0 |
| logic synthesis | Number of different library cells in the post-synthesis netlist | 55 |
| floorplan | Standard-cell rows | 37 |
| global routing | Busiest layer in global routing | met1 |
| floorplan | IO Count | 37 |
| finish | Most common logic cell in the routed design | sky130_fd_sc_hd__dfxtp_1 |
| run | Maximum Capacitance Violations | 0 |
| setup path | Startpoint type of the worst setup path | flop |
| finish | Fraction of layout instances using a drive strength above 1 | 0.07302 |
| global routing | Maximum number of pins on one net before global-route repair | 38 |
| power and ir drop | Overall power of the completed layout | 0.7168 mW |
| setup path | Cell mode on critical path | sky130_fd_sc_hd__a211oi_1 |
| floorplan | Die height | 124 um |
| power and ir drop | Leakage power | 1.199 nW |
| finish | Final instance area | 2874 um2 |
| final timing | Final setup violation count | 0 |
## cell families after synthesis
group | synth area share
buf+inv | 0.09578
simple gates | 0.1679
fa+ha+maj | 0.1504
compound gates | 0.2199
flops | 0.2801
other cells | 0.001543
xor+xnor | 0.03604
mux | 0.04840
## report_power, final
group	total (mW)	switching, mW	internal, mW	leakage [nW]
Sequential	0.291	0.0183	0.273	0.284
Clock	0.234	0.0970	0.137	0.0504
Combinational	0.192	0.0956	0.0960	0.865
## synth_stat cells (7+ instances only)
master                     number
sky130_fd_sc_hd__nand2_1       12
sky130_fd_sc_hd__nand2b_1       8
sky130_fd_sc_hd__buf_4         10
sky130_fd_sc_hd__dfxtp_1       34
sky130_fd_sc_hd__inv_1         21
sky130_fd_sc_hd__o21ai_0        9
sky130_fd_sc_hd__a21oi_1       28
sky130_fd_sc_hd__nor3_1        15
sky130_fd_sc_hd__ha_1          26
sky130_fd_sc_hd__nor2_1        27
sky130_fd_sc_hd__o22ai_1        7
## layout make-up
class / instances / area, um2 / share of cell area
Clock inverter: 3 / 45.04 / 0.01567
Clock buffer: 5 / 68.82 / 0.02394
Multi-Input combinational cell: 222 / 1550 / 0.5394
Tap cell: 136 / 170.2 / 0.05921
Inverter: 23 / 86.33 / 0.03004
Sequential cell: 34 / 680.7 / 0.2368
Timing Repair Buffer: 28 / 272.8 / 0.09491
## path summary, 6_finish.rpt
| kind | end | slack (ns) | startpoint | cells past startpoint |
|---|---|---|---|---|
| worst min-delay path | LEDR[7] | 0.33 | o_zero | 0 |
| worst max register to register | o_resultado[6] | 2.25 | operacao[0] | 11 |
| worst min register to register | LEDR[7] | 0.33 | o_zero | 0 |
| worst max-delay path | o_resultado[6] | 2.25 | operacao[0] | 11 |
## layer usage
metal	wire, um	share of wire
met1	3058	0.51
met2	2379	0.40
met3	556	0.093
met4	17	0.0028
met5	0	0
## worst register-to-register path, stage by stage (launching register included)
cell,delay (ns)
sky130_fd_sc_hd__dfxtp_1,0.31
sky130_fd_sc_hd__buf_4,0.27
sky130_fd_sc_hd__clkinv_1,0.33
sky130_fd_sc_hd__mux2i_1,0.19
sky130_fd_sc_hd__a211oi_1,0.31
sky130_fd_sc_hd__a31oi_1,0.14
sky130_fd_sc_hd__fa_1,0.47
sky130_fd_sc_hd__a211oi_1,0.32
sky130_fd_sc_hd__nor3b_1,0.12
sky130_fd_sc_hd__o22ai_1,0.16
sky130_fd_sc_hd__xnor2_1,0.09
sky130_fd_sc_hd__o311a_1,0.33
## per-stage QoR
step,utilization,setup WS [ns]
2_1_floorplan,-,2.457
3_3_place_gp,0.2650,2.312
3_5_place_dp,0.2650,2.303
4_1_cts,0.2759,2.278
5_1_grt,0.2759,2.030
6_report,0.2759,2.255
## sequential cells by signal, indices dropped and copies added, names as in the netlist
register / count
B: 6
reset: 1
A: 6
modo: 1
operacao: 3
o_overflow: 1
o_zero: 1
o_resultado: 7
LEDR: 8
Power and IR drop assume default switching activity.
